**flow/design.v**
```verilog
module alu(
		input  FPUCLK,
		input  [31:0] A, B,
		input  [2:0]  CTRL,
		output reg [31:0] OUT
	);
	reg [23:0] APP0, APP1, BPP0, BPP1, RESM;	 
	reg [31:0] OUT0;
	reg ASIGN0, ASIGN1, BSIGN0, BSIGN1, SIGN, OF0;
	reg [2:0]  CTRL1, CTRL2, CTRL3;
	reg [7:0] EXPONENT;
	reg  EXPCIN;				 
	wire [7:0] EXPDIF_w;		 
	wire COUT_EX;
	reg [7:0]  EXPCARRY0, EXPCARRY1;						 
	reg  EXPZFLAG0, EXPZFLAG1, EXPZFLAG2;
	cla claexp_0(.A(A[26:23]), .B(B[26:23]^{4{EXPCIN}}), .CIN(EXPCIN),  .COUT(COUT_EX), .S(EXPDIF_w[3:0]));	
	cla claexp_1(.A(A[30:27]),	.B(B[30:27]^{4{EXPCIN}}), .CIN(COUT_EX), .COUT(),        .S(EXPDIF_w[7:4]));
	reg [7:0] EXPDIF0;
	reg [23:0] TBSHIFTED;
	wire [23:0] SHIFTOUT_w;
	shifter shift_0(.IN(TBSHIFTED), .BY(EXPDIF0), .OUT(SHIFTOUT_w));
	reg  [23:0] A_ALUIN, B_ALUIN;
	wire [23:0] ALUOUT;
	reg ALUCIN;
	wire OVERFLOW;
	cla_add cla_add0(
		.A(A_ALUIN),
		.B(B_ALUIN),
		.CIN(ALUCIN),
		.OUT(ALUOUT),
		.OF(OVERFLOW)
	);
	wire [23:0] TWOSOUT;
	twoscomp twosconv0(
		.B(ALUOUT),
		.OUT(TWOSOUT)
	);
	wire [22:0] NORMOUT;
	wire NORMFLAG, NORMZERO;
	wire [7:0] NORM_SHIFT;
	normal normalize0(
		.IN(RESM),
		.INOF(OF0),
		.OUT(NORMOUT),
		.COUNT(NORM_SHIFT),
		.ZEROFLAG(NORMZERO)
	);
	wire COUT_SRES;
	wire [7:0] EXPSRES;
	cla clasresexp_0(.A(EXPCARRY1[3:0]),	.B(NORM_SHIFT[3:0]), .CIN(1'b0),      .COUT(COUT_SRES), .S(EXPSRES[3:0]));
	cla clasresexp_1(.A(EXPCARRY1[7:4]),	.B(NORM_SHIFT[7:4]), .CIN(COUT_SRES), .COUT(),          .S(EXPSRES[7:4]));
	parameter ADD = 3'b000, SUB = 3'b001;
	always@(*) begin
		if (CTRL == ADD | CTRL == SUB) begin
			EXPCIN <= 1'b1;
		end else begin
			EXPCIN <= 1'b0;
		end
		if (CTRL1 == ADD | CTRL1 == SUB) begin			
			if (EXPDIF0[7] == 1'b0) begin			 
				TBSHIFTED <= BPP0;
			end else begin								 
				TBSHIFTED <= APP0;		
			end
		end else begin
			TBSHIFTED <= 24'bX;
		end
		if (CTRL2 == ADD) begin		
			if (((ASIGN1 == 1'b0) & (BSIGN1 == 1'b0)) | ((ASIGN1 == 1'b1) & (BSIGN1 == 1'b1))) begin 	 
				A_ALUIN <= APP1;
				B_ALUIN <= BPP1;
				ALUCIN  <= 1'b0;
			end else if ((ASIGN1 == 1'b0) & (BSIGN1 == 1'b1)) begin
				A_ALUIN <= APP1;	 
				B_ALUIN <= BPP1;
				ALUCIN  <= 1'b1;
			end else if ((ASIGN1 == 1'b1) & (BSIGN1 == 1'b0)) begin
				A_ALUIN <= BPP1;	 
				B_ALUIN <= APP1;
				ALUCIN  <= 1'b1;				
			end else begin
				A_ALUIN <= 24'bX;
				B_ALUIN <= 24'bX;
				ALUCIN  <= 1'bX;
			end			
		end else if (CTRL2 == SUB) begin
			if (((ASIGN1 == 1'b0) & (BSIGN1 == 1'b1)) | ((ASIGN1 == 1'b1) & (BSIGN1 == 1'b0))) begin 	 
				A_ALUIN <= APP1;
				B_ALUIN <= BPP1;
				ALUCIN  <= 1'b0;				
			end else if ((ASIGN1 == 1'b0) & (BSIGN1 == 1'b0)) begin
				A_ALUIN <= APP1;	 
				B_ALUIN <= BPP1;
				ALUCIN  <= 1'b1;				
			end else if ((ASIGN1 == 1'b1) & (BSIGN1 == 1'b0)) begin
				A_ALUIN <= BPP1;	 
				B_ALUIN <= APP1;
				ALUCIN  <= 1'b1;
			end else begin
				A_ALUIN <= 24'bX;
				B_ALUIN <= 24'bX;
				ALUCIN  <= 1'bX;
			end	
		end else begin
			A_ALUIN <= 24'bX;
			B_ALUIN <= 24'bX;
			ALUCIN  <= 1'bX;
		end
		if ((CTRL3 == ADD)|(CTRL3 == SUB)) begin
			if ((EXPZFLAG2 == 1'b1) & (NORMZERO == 1'b1)) begin
				EXPONENT <= 8'b0;
			end else begin
				EXPONENT <= EXPSRES;
			end
		end else begin
			EXPONENT <= EXPSRES;			 
		end
	end
	always@(posedge FPUCLK) begin		
		if (CTRL == ADD | CTRL == SUB) begin
			APP0    <= {1'b1,A[22:0]};
			BPP0    <= {1'b1,B[22:0]};
			ASIGN0  <= A[31];
			BSIGN0  <= B[31];
			EXPDIF0 <= EXPDIF_w;
			CTRL1	  <= CTRL;
		end
		if (EXPDIF_w == 8'b0) begin
			EXPZFLAG0 <= 1'b1;
		end else begin
			EXPZFLAG0 <= 1'b0;
		end
		if (CTRL1 == ADD | CTRL1 == SUB) begin
			EXPZFLAG1 <= EXPZFLAG0;
			CTRL2  <= CTRL1;					
			ASIGN1 <= ASIGN0;
			BSIGN1 <= BSIGN0;
			if (EXPDIF0[7] == 1'b0) begin			 
				APP1      <= APP0;
				BPP1      <= SHIFTOUT_w;
				EXPCARRY0  <= A[30:23]; 
			end else begin									 
				APP1  	 <= SHIFTOUT_w;
				BPP1      <= BPP0;
				EXPCARRY0  <= B[30:23];					
			end
		end
		if (CTRL2 == ADD) begin
			EXPZFLAG2 <= EXPZFLAG1;
			CTRL3 <= CTRL2;
			if (((ASIGN1 == 1'b0) & (BSIGN1 == 1'b0)) | ((ASIGN1 == 1'b1) & (BSIGN1 == 1'b1))) begin 	 
				RESM <= ALUOUT;
				OF0  <= OVERFLOW;
				EXPCARRY1 <= EXPCARRY0;
				SIGN <= ASIGN1;
			end else if ((ASIGN1 == 1'b0) & (BSIGN1 == 1'b1)) begin
				if (OVERFLOW == 1'b0) begin
					RESM <= TWOSOUT;
				end else begin
					RESM <= ALUOUT;
				end
				OF0 <= 1'b0;
				EXPCARRY1 <= EXPCARRY0;
				SIGN <= ~OVERFLOW;
			end else if ((ASIGN1 == 1'b1) & (BSIGN1 == 1'b0)) begin
				if (OVERFLOW == 1'b0) begin
					RESM <= TWOSOUT;
				end else begin
					RESM <= ALUOUT;
				end
				OF0 <= 1'b0;
				EXPCARRY1 <= EXPCARRY0;
				SIGN <= ~OVERFLOW;
			end
		end else if (CTRL2 == SUB) begin
			CTRL3 <= CTRL2;
			EXPZFLAG2 <= EXPZFLAG1;
			if (((ASIGN1 == 1'b0) & (BSIGN1 == 1'b1)) | ((ASIGN1 == 1'b1) & (BSIGN1 == 1'b0))) begin 	 
				RESM <= ALUOUT;
				OF0 <= OVERFLOW;
				EXPCARRY1 <= EXPCARRY0;
				SIGN <= ASIGN1;
			end else if ((ASIGN1 == 1'b0) & (BSIGN1 == 1'b0)) begin
				if (OVERFLOW == 1'b0) begin
					RESM <= TWOSOUT;
				end else begin
					RESM <= ALUOUT;
				end
				OF0 <= 1'b0;
				EXPCARRY1 <= EXPCARRY0;
				SIGN <= ~OVERFLOW;
			end else if ((ASIGN1 == 1'b1) & (BSIGN1 == 1'b0)) begin
				if (OVERFLOW == 1'b0) begin
					RESM <= TWOSOUT;
				end else begin
					RESM <= ALUOUT;
				end
				OF0 <= 1'b0;
				EXPCARRY1 <= EXPCARRY0;
				SIGN <= ~OVERFLOW;
			end
		end
		if ((CTRL3 == ADD)|(CTRL3 == SUB)) begin
			OUT <= {SIGN, EXPONENT, NORMOUT};
		end
	end
endmodule 
module cla(
		input  [3:0] A, B,
		input  CIN,
		output COUT,
		output [3:0] S
	);
	wire [3:0] P, G; 
	assign P = A ^ B;
	assign G = A & B;
	wire [3:0] CARRY;
	assign CARRY[0] = G[0] | (P[0] & CIN);																															 
	assign CARRY[1] = G[1] | (P[1] & G[0]) | (P[1] & P[0] & CIN);																							 
	assign CARRY[2] = G[2] | (P[2] & G[1]) | (P[2] & P[1] & G[0]) | (P[2] & P[1] & P[0] & CIN);													 
	assign CARRY[3] = G[3] | (P[3] & G[2]) | (P[3] & P[2] & G[1]) | (P[3] & P[2] & P[1] & G[0]) | (P[3] & P[2] & P[1] & P[0] & CIN);  
	assign COUT  = CARRY[3];
	assign S = P ^ {CARRY[2:0], CIN};
endmodule 
module cla_add(
		input  [23:0] A,B,
		input   CIN,
		output [23:0] OUT,
		output  OF
	);
	wire COUT0, COUT1, COUT2, COUT3, COUT4,COUT5;
	cla claalu_0(.A(A[ 3: 0]), .B(B[ 3: 0]^{4{CIN}}), .CIN(CIN),   .COUT(COUT0), .S(OUT[3:0]));
	cla claalu_1(.A(A[ 7: 4]), .B(B[ 7: 4]^{4{CIN}}), .CIN(COUT0), .COUT(COUT1), .S(OUT[7:4]));
	cla claalu_2(.A(A[11: 8]), .B(B[11: 8]^{4{CIN}}), .CIN(COUT1), .COUT(COUT2), .S(OUT[11:8]));
	cla claalu_3(.A(A[15:12]), .B(B[15:12]^{4{CIN}}), .CIN(COUT2), .COUT(COUT3), .S(OUT[15:12]));
	cla claalu_4(.A(A[19:16]),	.B(B[19:16]^{4{CIN}}), .CIN(COUT3), .COUT(COUT4), .S(OUT[19:16]));
	cla claalu_5(.A(A[23:20]),	.B(B[23:20]^{4{CIN}}), .CIN(COUT4), .COUT(COUT5), .S(OUT[23:20]));
	assign OF = COUT5;
endmodule 
module normal(
			input  [23:0] IN,
			input  INOF,
			output reg [22:0] OUT,
			output reg [7:0] COUNT,
			output reg ZEROFLAG
	);
	always@(*) begin
		if (INOF == 1'b1) begin
			OUT   <= IN[23:1];	COUNT <= 8'b1;	  ZEROFLAG <= 1'b0;
		end else begin
			casez (IN)			
				24'b1???????????????????????:
					begin
						OUT <= IN[22:0];	COUNT <= 8'd0;  ZEROFLAG <= 1'b0;
					end 
				24'b01??????????????????????:
					begin
						OUT <= {IN[21:0], 1'b0};  COUNT <= -8'd1;  ZEROFLAG <= 1'b0;
					end
				24'b001?????????????????????:
					begin
						OUT <= {IN[20:0], 2'b0};  COUNT <= -8'd2;  ZEROFLAG <= 1'b0;
					end 
				24'b0001????????????????????:
					begin
						OUT <= {IN[19:0], 3'b0};  COUNT <= -8'd3;  ZEROFLAG <= 1'b0;
					end 
				24'b00001???????????????????:
					begin
						OUT <= {IN[18:0], 4'b0};  COUNT <= -8'd4;  ZEROFLAG <= 1'b0;
					end 
				24'b000001??????????????????:
					begin
						OUT <= {IN[17:0], 5'b0};  COUNT <= -8'd5;  ZEROFLAG <= 1'b0;
					end 
				24'b0000001?????????????????:
					begin
						OUT <= {IN[16:0], 6'b0};  COUNT <= -8'd6;  ZEROFLAG <= 1'b0;
					end 
				24'b00000001????????????????:
					begin
						OUT <= {IN[15:0], 7'b0};  COUNT <= -8'd7;  ZEROFLAG <= 1'b0;
					end 
				24'b000000001???????????????:
					begin
						OUT <= {IN[14:0], 8'b0};  COUNT <= -8'd8;  ZEROFLAG <= 1'b0;
					end 
				24'b0000000001??????????????:
					begin
						OUT <= {IN[13:0], 9'b0};  COUNT <= -8'd9;  ZEROFLAG <= 1'b0;
					end 
				24'b00000000001?????????????:
					begin
						OUT <= {IN[12:0], 10'b0};  COUNT <= -8'd10;  ZEROFLAG <= 1'b0;
					end 
				24'b000000000001????????????:
					begin
						OUT <= {IN[11:0], 11'b0};  COUNT <= -8'd11;  ZEROFLAG <= 1'b0;
					end 
				24'b0000000000001???????????:
					begin
						OUT <= {IN[10:0], 12'b0};  COUNT <= -8'd12;  ZEROFLAG <= 1'b0;
					end 
				24'b00000000000001??????????:
					begin
						OUT <= {IN[9:0], 13'b0};  COUNT <= -8'd13;  ZEROFLAG <= 1'b0;
					end 
				24'b000000000000001?????????:
					begin
						OUT <= {IN[8:0], 14'b0};  COUNT <= -8'd14;  ZEROFLAG <= 1'b0;
					end 
				24'b0000000000000001????????:
					begin
						OUT <= {IN[7:0], 15'b0};  COUNT <= -8'd15;  ZEROFLAG <= 1'b0;
					end 
				24'b00000000000000001???????:
					begin
						OUT <= {IN[6:0], 16'b0};  COUNT <= -8'd16;  ZEROFLAG <= 1'b0;
					end 
				24'b000000000000000001??????:
					begin
						OUT <= {IN[5:0], 17'b0};  COUNT <= -8'd17;  ZEROFLAG <= 1'b0;
					end 
				24'b0000000000000000001?????:
					begin
						OUT <= {IN[4:0], 18'b0};  COUNT <= -8'd18;  ZEROFLAG <= 1'b0;
					end 
				24'b00000000000000000001????:
					begin
						OUT <= {IN[3:0], 19'b0};  COUNT <= -8'd19;  ZEROFLAG <= 1'b0;
					end 
				24'b000000000000000000001???:
					begin
						OUT <= {IN[2:0], 20'b0};  COUNT <= -8'd20;  ZEROFLAG <= 1'b0;
					end 
				24'b0000000000000000000001??:
					begin
						OUT <= {IN[1:0], 21'b0};  COUNT <= -8'd21;  ZEROFLAG <= 1'b0;
					end 
				24'b00000000000000000000001?:
					begin
						OUT <= {IN[0], 22'b0};  COUNT <= -8'd22;  ZEROFLAG <= 1'b0;
					end
				24'b000000000000000000000001:
					begin
						OUT <= {23'b0};  COUNT <= -8'd23;  ZEROFLAG <= 1'b0;
					end
				default:
					begin
						OUT <= {23'b0};  COUNT <= -8'd24;  ZEROFLAG <= 1'b1;
					end 
			endcase
		end
	end
endmodule 
module shifter(
		input  [23:0] IN,
		input  [7:0]  BY,
		output reg [23:0] OUT
	);
	wire COUT_INT;
	wire [7:0] BY_COMPL;
	twos_cla t_shft0(
		.B(~BY[3:0]), 
		.CIN(1'b1),   
		.COUT(COUT_INT), 
		.S(BY_COMPL[3:0])
	);
	twos_cla t_shft1(
		.B(~BY[7:4]), 
		.CIN(COUT_INT),   
		.COUT(), 
		.S(BY_COMPL[7:4])
	);
	always@(*) begin
		if (BY[7] == 1'b0) begin	 
			OUT = IN >> BY;
		end else begin					 
			OUT = IN >> BY_COMPL;
		end
	end
endmodule 
module twos_cla(
		input  [3:0] B,
		input  CIN, 
		output COUT,
		output [3:0] S
	);
	wire [3:0] CARRY;
	assign CARRY[0] = (B[0] & CIN);								 
	assign CARRY[1] = (B[1] & B[0] & CIN);						 
	assign CARRY[2] = (B[2] & B[1] & B[0] & CIN);			 
	assign CARRY[3] = (B[3] & B[2] & B[1] & B[0] & CIN);	 
	assign COUT  = CARRY[3];
	assign S = (B ^ {CARRY[2:0], CIN});
endmodule 
module twoscomp(
		input  [23:0] B,
		output [23:0] OUT
	);
	wire COUT0, COUT1, COUT2, COUT3, COUT4;
	twos_cla t0(.B(~B[ 3: 0]), .CIN(1'b1),   .COUT(COUT0), .S(OUT[3:0]));
	twos_cla t1(.B(~B[ 7: 4]), .CIN(COUT0),  .COUT(COUT1), .S(OUT[7:4]));
	twos_cla t2(.B(~B[11: 8]), .CIN(COUT1),  .COUT(COUT2), .S(OUT[11:8]));
	twos_cla t3(.B(~B[15:12]), .CIN(COUT2),  .COUT(COUT3), .S(OUT[15:12]));
	twos_cla t4(.B(~B[19:16]), .CIN(COUT3),  .COUT(COUT4), .S(OUT[19:16]));
	twos_cla t5(.B(~B[23:20]), .CIN(COUT4),  .COUT(),      .S(OUT[23:20]));
endmodule 
```
**flow/constraint.sdc**
```tcl
current_design alu

set clk_period 15.7
set clk_io_pct 0.2

create_clock -name clk0 -period $clk_period [get_ports {FPUCLK}]

set non_clock_inputs [all_inputs -no_clocks]
set_input_delay [expr $clk_period * $clk_io_pct] -clock clk0 $non_clock_inputs
set_output_delay [expr $clk_period * $clk_io_pct] -clock clk0 [all_outputs]
```
**flow/run.sh**
```bash
#!/bin/bash
# OpenROAD 26Q1-2900-gdf79404cd8, Yosys 0.63+post, stock flow scripts
make -C /OpenROAD-flow-scripts/flow DESIGN_CONFIG=/design/flow/config.mk WORK_HOME=/design/flow/orfs finish
```
**flow/config.mk**
```make
export PLATFORM = sky130hd
export DESIGN_NAME = alu
export DESIGN_NICKNAME = alu
export VERILOG_FILES = /design/flow/design.v
export SDC_FILE = /design/flow/constraint.sdc
export NUM_CORES = 4
export LEC_CHECK = 1
export CORE_UTILIZATION = 40
```
==> impl_metrics.json <==
{
  "max_freq_mhz": 149,
  "finalHoldViolCount": 0,
  "period_used_share": 0.428,
  "cts_buffer_depth": 2,
  "postRouteAntennaNets": 0,
  "routed_via_density": 5.99,
  "grt_pass1_wl_um": 64100,
  "async_reset_ff_frac": 0,
  "rows": 69,
  "tightest_slew_ns": 0.948,
  "htreeDepth": 4,
  "dieArea_um2": 37000,
  "cts_inserted_buffers": 17,
  "n_fill_cell": 3319,
  "criticalPathCategory": "input port to register",
  "die_x_um": 192,
  "reg2reg_slack_ns": 9.00,
  "ff_type": "edfxtp_1",
  "gr-total-overflow": 0,
  "cts_tree": "built",
  "seqCellArea_um2": 5730,
  "ys_types": 81,
  "hp-class": "register to register",
  "critPathMaxFanout": 67,
  "arrival_ns": 7.08,
  "grt_usage": 0.230,
  "crit_chain": "clkdlybuf4s50_1 -> nor2_4 -> buf_4 -> xor2_1 -> ha_1 -> nor3b_1 -> o21a_1 -> o21a_1 -> o21ai_0 -> nand2b_1 -> inv_1 -> fa_1 -> xnor2_1 -> nor3_1 -> or4b_2 -> nor3_1",
  "yosys_warnings": 3,
  "wire_per_inst_um": 19.3,
  "p_clk_frac": 0.194,
  "drive_gt1_frac": 0.120,
  "cts_hold_buf": 0,
  "warnings": 29,
  "p_int_mw": 1.30,
  "cts.repair.resized": 0,
  "dp_slack_ns": 8.51,
  "end_kind": "register",
  "grt_max_degree": 68,
  "post_cts_buffers": 0,
  "syn_inst": 1536,
  "edf_count": 190,
  "max_slew_margin": 0.366,
  "p_switching_uw": 865,
  "die_h_um": 192,
  "place_hpwl_um": 28600,
  "start_kind": "input port",
  "setup_viol": 0,
  "p_seq_frac": 0.337,
  "dp_cells": 2015,
  "finalNonFillerCells": 2047,
  "ys_cells": 1536,
  "area_growth_pct": 14.2,
  "clk_latency_ns": 0.45,
  "drtIter0Drc": 1216,
  "sw_frac_of_total": 0.400,
  "antenna_found_initial": 0,
  "synth_seq_share": 0.395,
  "fp-utilization": 0.407,
  "status": "completed",
  "synth_area_um2": 14500,
  "rsz0062_at_grt": "false",
  "p_leak_nw": 5.96,
  "port_buffers": 99,
  "cellPowerDensity_nw_per_um2": 131,
  "skew_ns": 0.00875,
  "wl_um": 39600,
  "vdd_drop_max_mv": 0.105,
  "crit_required_ns": 16.07,
  "gp_congestion": 0.980,
  "critical-path-max-stage-delay_ns": 0.66,
  "drc": 0,
  "insertedDiodeCount": 0,
  "power_frac_comb": 0.468,
  "via_count": 12300,
  "finalCriticalPeriod_ns": 6.71,
  "totalNegativeSetupSlack_ns": 0,
  "maxCapViolCount": 0,
  "slowest_stage": "buf_4",
  "ios": 100,
  "ctsRootBufferMaster": "clkbuf_16",
  "slew_viol_final": 0,
  "grt_pass1_vias": 11700,
  "ys.flops": 191,
  "comb_area_um2": 8140,
  "ys_area_um2": 14500,
  "firstDrtPassIters": 24,
  "core_um2": 35700,
  "post_synth.cell_area_avg_um2": 9.44,
  "clk_pin_slew_worst_paths_ns": 0.06,
  "fin_ws_ns": 8.99,
  "clkSinkCount": 191
}
[cell usage after synthesis (all sizes together), types with 12 or more instances]
cell / count / area (um2)
nor4: 12 / 75.1
xor2: 22 / 193
inv: 43 / 161
a222oi: 20 / 200
ha: 51 / 638
a21oi: 120 / 601
a22o: 26 / 228
a22oi: 28 / 210
o21ai: 79 / 395
clkbuf: 119 / 447
a21o: 20 / 150
buf: 15 / 75.1
nand2: 161 / 607
mux2: 61 / 687
nor2: 148 / 556
o211ai: 16 / 120
o31ai: 15 / 118
nand4: 13 / 81.3
mux4: 19 / 428
and3: 19 / 124
xnor2: 25 / 226
nand3: 37 / 185
nor3: 36 / 190
nor2b: 16 / 100
edfxtp: 190 / 5710
a221oi: 41 / 359
mux2i: 20 / 200
[critical path, delay by kind of cell]
kind	cells	cell delay (ns)
and+or+nand+nor	6	1.32
buffers and inverters	3	1.21
adders and majority gates	2	0.71
xor gates and xnor gates	2	0.30
AOI/OAI and AO/OA	3	0.39
[logic make-up (layout without fill, tap and decap cells)]
family                   after synthesis  in the layout  synth area share
buffers and inverters                177            227            0.0471
AND/OR/NAND/NOR                      504            504             0.165
flip-flops                           191            191             0.395
multiplexers                         100            100            0.0907
adder cells (fa/ha/maj)               59             59            0.0550
AND-OR/OR-AND                        458            458             0.218
XOR/XNOR                              47             47            0.0289
[through the flow]
stage          instance area, um2   util  hold WS, ns  total power, mW
6_report                    16600  0.464        0.410             2.16
5_1_grt                     16600  0.464        0.427             2.31
3_3_place_gp                16000  0.449        0.392             1.74
4_1_cts                     16600  0.464        0.412             2.17
3_5_place_dp                16000  0.449        0.396             1.74
2_1_floorplan               14500      -        0.386             1.46
[placed cells by master, fill, tap and decap left out, types with 37 or more instances in the layout]
cell type | Yosys | final
a21oi_1 | 120 | 119
a221oi_1 | 41 | 41
buf_4 | 0 | 53
clkdlybuf4s50_1 | 0 | 99
edfxtp_1 | 190 | 190
ha_1 | 51 | 51
inv_1 | 43 | 43
mux2_2 | 61 | 61
nand2_1 | 160 | 160
nand3_1 | 37 | 37
nor2_1 | 148 | 144
o21ai_0 | 77 | 77
[power groups by stage]
stage	logic (mW)	registers [mW]	clock network [mW]
after CTS	1.01	0.728	0.430
after global routing	1.12	0.737	0.448
final	1.01	0.729	0.420
[final timing paths]
| path | startpoint | endpoint | depth (start not counted) |
|---|---|---|---|
| worst min-delay path | EXPZFLAG0 | EXPZFLAG1 | 0 |
| worst min register to register | EXPZFLAG0 | EXPZFLAG1 | 0 |
| worst max register to register | ASIGN1 | RESM[20] | 22 |
| worst max-delay path | CTRL[2] | EXPZFLAG0 | 16 |
[sequential cells by signal (all words and copies together) (netlist names), 3 cells and up]
name,cells
OUT,32
APP1,24
BPP1,24
RESM,24
APP0,23
BPP0,23
EXPCARRY0,8
EXPCARRY1,8
EXPDIF0,8
CTRL1,3
CTRL2,3
[routing by layer]
layer	vias up	GRT usage	part of all wire
met3	63	0.0340	0.060
met1	5732	0.365	0.46
met4	0	0.0518	0.025
met5	-	0	0
li1	5964	-	-
met2	508	0.350	0.46
[final cells by class]
type | count | share of cell area
multi-input combinational | 1168 | 0.492
tap | 461 | 0.0348
clock inverter | 14 | 0.00794
inverter | 43 | 0.00975
timing repair buffer | 152 | 0.0839
clock buffer | 18 | 0.0259
sequential | 191 | 0.346
No activity file was given, so power comes from the tool's default toggle rates.
